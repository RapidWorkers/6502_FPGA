## flow/run.sh

```bash
#!/bin/bash
# OpenROAD 26Q1-2900-gdf79404cd8, Yosys 0.63+post, stock flow scripts
make -C /OpenROAD-flow-scripts/flow DESIGN_CONFIG=/design/flow/config.mk WORK_HOME=/design/flow/orfs finish
```

## flow/config.mk

```make
export PLATFORM = sky130hd
export DESIGN_NAME = CLA8
export DESIGN_NICKNAME = CLA8
export VERILOG_FILES = /design/flow/design.v
export SDC_FILE = /design/flow/constraint.sdc
export NUM_CORES = 4
export LEC_CHECK = 1
export CORE_AREA = 10 10 70 70
export DIE_AREA = 0 0 80 80
```

## flow/constraint.sdc

```tcl
current_design CLA8

set clk_period 3.0
set clk_io_pct 0.2

create_clock -name clk0 -period $clk_period

set non_clock_inputs [all_inputs -no_clocks]
set_input_delay [expr $clk_period * $clk_io_pct] -clock clk0 $non_clock_inputs
set_output_delay [expr $clk_period * $clk_io_pct] -clock clk0 [all_outputs]
```

## flow/design.v

```verilog
module CLA8( 
	input [7:0]A,
	input [7:0]B,
	input Cin,
	output [7:0]S,
	output Cout,
	output C6out  
);
	wire [7:0] CLB_C;
	CLB8 U0_CLB8(A, B, Cin, CLB_C);
	PFA U1_PFA(A[0], B[0], Cin, S[0]);
	PFA U2_PFA(A[1], B[1], CLB_C[0], S[1]);
	PFA U3_PFA(A[2], B[2], CLB_C[1], S[2]);
	PFA U4_PFA(A[3], B[3], CLB_C[2], S[3]);
	PFA U5_PFA(A[4], B[4], CLB_C[3], S[4]);
	PFA U6_PFA(A[5], B[5], CLB_C[4], S[5]);
	PFA U7_PFA(A[6], B[6], CLB_C[5], S[6]);
	PFA U8_PFA(A[7], B[7], CLB_C[6], S[7]);
	assign C6out = CLB_C[6];
	assign Cout	=	CLB_C[7];
endmodule
module CLB8( 
	input [7:0]A,
	input [7:0]B,
	input Cin,
	output [7:0]Cout
);
	wire [7:0] P, G;
	assign P[0] = A[0] | B[0];
	assign P[1] = A[1] | B[1];
	assign P[2] = A[2] | B[2];
	assign P[3] = A[3] | B[3];
	assign P[4] = A[4] | B[4];
	assign P[5] = A[5] | B[5];
	assign P[6] = A[6] | B[6];
	assign P[7] = A[7] | B[7];
	assign G[0] = A[0] & B[0];
	assign G[1] = A[1] & B[1];
	assign G[2] = A[2] & B[2];
	assign G[3] = A[3] & B[3];
	assign G[4] = A[4] & B[4];
	assign G[5] = A[5] & B[5];
	assign G[6] = A[6] & B[6];
	assign G[7] = A[7] & B[7];
	assign Cout[0] = (P[0] & Cin) | G[0];
	assign Cout[1] = (P[1] & P[0] & Cin) | (P[1] & G[0]) | G[1];
	assign Cout[2] = (P[2] & P[1] & P[0] & Cin) | (P[2] & P[1] & G[0]) | (P[2] & G[1]) | G[2];
	assign Cout[3] = (P[3] & P[2] & P[1] & P[0] & Cin) | (P[3] & P[2] & P[1] & G[0]) | (P[3] & P[2] & G[1]) | (P[3] & G[2]) | G[3];
	assign Cout[4] = (P[4] & P[3] & P[2] & P[1] & P[0] & Cin) | (P[4] & P[3] & P[2] & P[1] & G[0]) | (P[4] & P[3] & P[2] & G[1]) | (P[4] & P[3] & G[2]) | (P[4] & G[3]) | G[4];
	assign Cout[5] = (P[5] & P[4] & P[3] & P[2] & P[1] & P[0] & Cin) | (P[5] & P[4] & P[3] & P[2] & P[1] & G[0]) | (P[5] & P[4] & P[3] & P[2] & G[1]) | (P[5] & P[4] & P[3] & G[2]) | (P[5] & P[4] & G[3]) | (P[5] & G[4]) | G[5];
	assign Cout[6] = (P[6] & P[5] & P[4] & P[3] & P[2] & P[1] & P[0] & Cin) | (P[6] & P[5] & P[4] & P[3] & P[2] & P[1] & G[0]) | (P[6] & P[5] & P[4] & P[3] & P[2] & G[1]) | (P[6] & P[5] & P[4] & P[3] & G[2]) | (P[6] & P[5] & P[4] & G[3]) | (P[6] & P[5] & G[4]) | (P[6] & G[5]) | G[6];
	assign Cout[7] = (P[7] & P[6] & P[5] & P[4] & P[3] & P[2] & P[1] & P[0] & Cin) | (P[7] & P[6] & P[5] & P[4] & P[3] & P[2] & P[1] & G[0]) | (P[7] & P[6] & P[5] & P[4] & P[3] & P[2] & G[1]) | (P[7] & P[6] & P[5] & P[4] & P[3] & G[2]) | (P[7] & P[6] & P[5] & P[4] & G[3]) | (P[7] & P[6] & P[5] & G[4]) | (P[7] & P[6] & G[5]) | (P[7] & G[6]) | G[7];
endmodule
module PFA( 
	input A,
	input B,
	input Cin,
	output S
);
	wire W0;
	xor XOR1(W0, A, B);
	xor XOR2(S, W0, Cin);
endmodule
```

==> impl_metrics.json <==
{
  "status": "finished, violations left",
  "violations": "negative setup slack",
  "routedWlPerCell_um": 9.65,
  "grt_pass1_wl_mm": 3.03,
  "antenna_cells": 0,
  "drcViolationCount": 0,
  "powerDensity_mw_per_mm2": 162,
  "die-area_mm2": 0.00640,
  "grt-ovfl-total": 0,
  "fin_ws_ns": -0.00724,
  "ys_cells": 90,
  "crit_fanout": 2,
  "flop_area_um2": 0,
  "die-width_um": 80,
  "place_congestion": 0.760,
  "syn_area_per_cell_um2": 7.63,
  "dr.pass1.iters": 4,
  "ant_nets": 0,
  "peakVddDrop_v": 0.0000751,
  "worstPathRequired_ns": 2.40,
  "power_frac_clock": 0,
  "finalSetupViolations": 1,
  "grt_antenna_before_repair": 0,
  "die_y_um": 80,
  "grt_setup_unrepaired": "true",
  "yosysUniqueCellTypes": 34,
  "drtIter0Drc": 27,
  "vias": 700,
  "topCombFamilyByArea": "adder cells",
  "grt_max_degree": 6,
  "place_area_mm2": 0.00109,
  "p_int_mw": 0.126,
  "ios": 27,
  "n_clock_buffer": 0,
  "drive_gt1_frac": 0.439,
  "period_needed_ns": 3.01,
  "port_buffers": 27,
  "p_leak_nw": 0.645,
  "xor_share": 0.0510,
  "ys_sh_adder": 0.321,
  "slew_headroom": 0.832,
  "grt_pass1_vias": 702,
  "ys_seq_share": 0,
  "ys_sh_mux": 0.0219,
  "ctsHoldBuffers": 0,
  "synthToLayoutAreaGrowth_pct": 80.3,
  "floorplan.core_util": 0.201,
  "p_comb_frac": 1.000,
  "warnings": 43,
  "design_area_mm2": 0.00124,
  "coreArea_mm2": 0.00342,
  "maxSlewViolCount": 0,
  "row_count": 21,
  "synth.cellmix.simpleShare": 0.202,
  "seq_cells": 0,
  "seqPwrFrac": 0,
  "aoi_share": 0.197,
  "worstMarginPinSlew_ns": 0.252,
  "slowest_delay_ns": 0.41,
  "place_hpwl_mm": 1.43,
  "synth_cells": 90,
  "cap_violations": 0,
  "crit_chain": "dlygate4sd2_1 > ha_2 > nor2_4 > a221oi_4 > mux2_4 > a311o_1 > clkdlybuf4s50_1",
  "finalCritPeriodShare": 1.00,
  "p_switching_mw": 0.0744,
  "slowest_stage": "clkdlybuf4s50_1",
  "hold_violations": 0,
  "arrival_ns": 2.41,
  "min_path_type": "primary input to primary output",
  "grt_use_total": 0.0536,
  "start_kind": "primary input",
  "max_freq_ghz": 0.333,
  "crit_type": "primary input to primary output",
  "yosys_area_um2": 687,
  "wirelength_mm": 1.72,
  "yosysWarnings": 0,
  "power_mw": 0.201,
  "swShare": 0.371,
  "worst_setup_path_end_kind": "primary output",
  "viasPerCell": 3.93,
  "syn_area_um2": 687
}
-- cells in the final DEF (no fill, tap or decap), drive strengths merged --
cell type and instances:
buf 23, inv 22, ha 16, dlygate4sd2 14, clkdlybuf4s50 6, dlymetal6s2s 5, nand2 5, nor2 5
nor2b 3, nor3 3, a21o 2, xnor2 2, xor2 2, clkbuf 2, nor3b 2, o21ai 2
o21ba 2, a221oi 1, nand3 1, a31o 1, nand2b 1, or2 1, o221a 1, nor4 1
o211ai 1, and3 1, or4b 1, o2111ai 1, a211oi 1, mux2 1, a41o 1, a311o 1
fa 1
-- routing by layer --
| layer | vias up | share of wire | track usage | wire, um |
|---|---|---|---|---|
| met2 | 18 | 0.45 | 0.0923 | 777 |
| li1 | 372 | - | - | - |
| met4 | 0 | 0 | 0 | 0 |
| met1 | 310 | 0.49 | 0.0728 | 837 |
| met5 | - | 0 | 0 | 0 |
| met3 | 0 | 0.060 | 0.00795 | 103 |
-- cell families (layout without fill, tap and decap cells) --
| logic type | Yosys count | after routing |
|---|---|---|
| adders and majority gates | 17 | 17 |
| buffers and inverters | 30 | 72 |
| and+or+nand+nor | 24 | 24 |
| muxes | 1 | 1 |
| AOI/OAI and AO/OA | 14 | 14 |
| xor gates and xnor gates | 4 | 4 |
-- final timing paths --
path / from / end / cells after the start
worst max-delay path: B[4] / S[7] / 7
worst min-delay path: B[5] / S[5] / 5
-- stage by stage --
step	hold slack (ns)	util	instances	setup WS [ns]	setup TNS (ns)
after floorplan	1.43	-	90	0.410	0
after global placement	2.28	0.319	173	-0.366	-1.34
after detailed placement	2.27	0.319	173	-0.378	-1.40
after CTS	1.95	0.351	176	-0.160	-0.160
after global routing	1.85	0.363	178	-0.102	-0.102
final	1.80	0.363	178	-0.00724	-0.00724
-- power by group through the flow --
stage	Sequential, mW	Combinational (mW)	Clock, mW
CTS	0	0.199	0
global route	0	0.224	0
finish	0	0.201	0
-- what timing repair did --
item / 4_1_cts / 5_1_grt
setup buffers: 3 / 2
resized: 42 / 15
setup endpoints to repair: 8 / 5
pin swaps: 11 / 4
-- cell usage after synthesis (all sizes together) --
cell type,count,area share
fa,1,0.029
a221oi,1,0.038
buf,8,0.087
nor3,3,0.029
nand2,5,0.027
and3,1,0.0091
inv,22,0.12
nand2b,1,0.0091
a41o,1,0.015
or4b,1,0.015
ha,16,0.29
nor3b,2,0.022
nor2b,3,0.027
a31o,1,0.013
or2,1,0.0091
o21ba,2,0.029
o2111ai,1,0.013
xor2,2,0.026
mux2,1,0.022
nor4,1,0.0091
a311o,1,0.015
a21o,2,0.022
o221a,1,0.016
nand3,1,0.0073
a211oi,1,0.011
o21ai,2,0.015
xnor2,2,0.026
o211ai,1,0.011
nor2,5,0.038
-- final cells by class --
| cell class | count | area, um^2 |
|---|---|---|
| inverters | 22 | 82.6 |
| fillers | 349 | 2180 |
| well taps | 46 | 57.6 |
| multi-input cells | 60 | 671 |
| repair buffers | 50 | 428 |
-- worst max-delay path, delay by kind of cell --
family | cells | cell delay [ns]
AND-OR/OR-AND | 2 | 0.59
multiplexers | 1 | 0.32
buffers and inverters | 2 | 0.63
adder cells (fa/ha/maj) | 1 | 0.21
AND/OR/NAND/NOR | 1 | 0.05
Power and IR drop assume default switching activity.
